==> /design/flow/config.mk <==
export PLATFORM = sky130hd
export DESIGN_NAME = FRegifile
export DESIGN_NICKNAME = FRegifile
export VERILOG_FILES = /design/flow/design.v
export SDC_FILE = /design/flow/constraint.sdc
export NUM_CORES = 4
export LEC_CHECK = 1
export CORE_UTILIZATION = 40
==> /design/flow/constraint.sdc <==
current_design FRegifile

set clk_period 10.0
set clk_io_pct 0.2

create_clock -name clk0 -period $clk_period [get_ports {Clk}]

set non_clock_inputs [all_inputs -no_clocks]
set_input_delay [expr $clk_period * $clk_io_pct] -clock clk0 $non_clock_inputs
set_output_delay [expr $clk_period * $clk_io_pct] -clock clk0 [all_outputs]
==> /design/flow/design.v <==
`timescale 1ns / 1ps
module FRegifile(Din,Clk,WE,W,Addr1,Addr2,R1,R2);
    parameter DATA_WIDTH = 32;
    parameter ADDR_WIDTH = 5;
    input [DATA_WIDTH-1:0] Din;
    input Clk,WE;
    input [ADDR_WIDTH-1:0] W,Addr1,Addr2;
    output [DATA_WIDTH-1:0] R1,R2;
    reg [DATA_WIDTH-1:0] regs[2**ADDR_WIDTH-1:0];
    initial begin:block_1
        integer i;
        for(i = 0; i < 2**ADDR_WIDTH; i = i + 1)
            regs[i] = 0;
    end
    assign R1 = regs[Addr1];
    assign R2 = regs[Addr2];
    always @(posedge Clk) begin
        if (WE && W != 0)
          regs[W] <=  Din;
    end
endmodule
==> /design/flow/run.sh <==
#!/bin/bash
# OpenROAD 26Q1-2900-gdf79404cd8, Yosys 0.63+post, stock flow scripts
make -C /OpenROAD-flow-scripts/flow DESIGN_CONFIG=/design/flow/config.mk WORK_HOME=/design/flow/orfs finish
==> reports/results.ini <==
[worst_setup_path]
cpMaxStageDelayCell=clkdlybuf4s50_1
cp-endpoint=R2[9]
critPathMaxStageDelay_ps=680
crit_chain=clkdlybuf4s50_1 > nor2b_4 > buf_4 > buf_4 > a22o_1 > nor3_1 > a31oi_1 > nand3_1 > clkdlybuf4s50_1
worst-path-max-fanout=41
startpoint=Addr2[2]
startpoint_type=primary input
crit_buf_inv=4
worstSetupPathDepth=9
cp-end-kind=primary output
crit_family=buffers and inverters
arrival_ps=5430
cp.required_ps=8000
worst-setup-path-type=in2out

[timing]
tightest_slew_ps=1092
setup_viol=0
min_period_ps=7429
drv_slew=0
hold_viol=0
rsz0062_at_grt=false
timing.slew.headroom=0.2701
worst_slack_ps=2571
setup-tns-final_ps=0
fmax_ghz=0.1346
finalCritPeriodShare=0.7429

[drt]
wl_per_cell_um=29.67
drc_errors=0
finalWirelength_mm=154.9
vias_per_cell=5.929
first_iter_violations=2199
ant_nets=0
firstDrtPassIters=5
vias=30956

[global_routing]
antenna_found_initial=6
grt_pass1_wl_mm=219.8
grt_pass1_vias=32145
grt_overflow_total=0
grtUsageTotal=0.2695
grt_max_degree=95

[cells_and_area]
utilization=0.4591
final_cell_mix=mux2i_1 (1024), edfxtp_1 (1024), nand3_1 (194), nand2_1 (193)
largestRegisters=regs: 1024 flops
fill_cells=10466
largest_register=regs
area_delta_synth_final_pct=13.42
largest_register_ffs=1024
drive_gt1_frac=0.09149

[die]
core.rowCount=127
dieHeight_um=351.1
die_x_um=351.1
core_area_mm2=0.1204
dieArea_mm2=0.1233
initCoreUtil=0.4048
boundaryPins=113

[synthesis]
ys_seq_frac=0.6307
synth-edff-count=1024
yosys_area_mm2=0.04876
ys_async_sr_fraction=0
yosysTopAreaCell=edfxtp_1
top_cells_by_area=edfxtp_1 (63%), mux2i_1 (21%), a22oi_1 (3.0%), a22o_1 (2.3%), nand3_1 (2.0%)
ys_cells=3386
ff_type=edfxtp_1
synth_cell_types=24
syn-cell-area_mm2=0.04876
yosys_warnings=1
top_area_frac=0.6307
ys.flops=1024
postSynthAreaPerCell_um2=14.40
synthCells=3386

[job]
warnings=26
max_cap_violations=0

[place]
dpl_worst_slack_ps=2555
dp_hpwl_mm=84.42
port_buffers=112
place.gp.congestion=0.8672

[pwr]
irDropWorstVdd_v=0.0001350
p_leak_nw=20.26
power_mw=9.509
power_density_mw_per_mm2=171.9

[cts]
clkSlewWorstSetupHoldPaths_ps=60
cts_tree=done
cts.sinks=1024
cts_setup_buffers=0
clockBufferDepth=3
cts_hold_buf=0
cts_resized=0
cts_made_buffers=107
cts-root-buf=clkbuf_16
h-tree-depth=3

[worst_hold_path]
hold_path_class=in2reg

[status]
status=finished, final reports clean

==> Yosys cell counts (4+ instances only) <==
cell	number
a31oi_1	64
mux2i_1	1024
nand2b_1	4
a21oi_1	192
buf_6	37
clkbuf_1	82
nand2_1	195
buf_1	11
buf_2	62
nor2_1	34
nand3_1	194
a22o_1	128
nand3b_1	5
clkbuf_4	4
edfxtp_1	1024
nor2b_1	4
a22oi_1	192
nor3_1	64
buf_4	57
==> logic make-up after synthesis <==
family	Yosys count	share of synthesized area
AND-OR/OR-AND	576	0.08048
buffers and inverters	253	0.03146
flip-flops	1024	0.6307
multiplexers	1024	0.2102
other	1	0.00007691
AND/OR/NAND/NOR	508	0.04709
==> worst min-delay path by stage <==
stage / startpoint / depth (start not counted) / slack, ps / endpoint
4_1_cts: Din[3] / 2 / 2090 / regs[28][3]
5_1_grt: Din[1] / 2 / 2130 / regs[28][1]
6_report: Din[3] / 2 / 2120 / regs[30][3]
==> report_power, final <==
part | total [mW] | internal (mW) | switching (mW)
Combinational | 0.894 | 0.337 | 0.558
Sequential | 4.81 | 4.79 | 0.0241
Clock | 3.80 | 2.13 | 1.67
==> layer usage <==
layer	part of all wire	global-route usage
met1	0.36	0.3400
met2	0.46	0.3967
met3	0.15	0.1720
met4	0.034	0.07303
met5	0.0011	0.01020
==> final cells by class <==
cell class,count,area (um^2),area share
antenna,2,5.005,0.00009050
clock buffer,134,2779,0.05025
clock inverter,66,546.8,0.009888
multi-input combinational,2140,16890,0.3054
sequential,1024,30750,0.5561
tap,1612,2017,0.03647
timing repair buffer,243,2315,0.04186
==> stage by stage <==
| stage | hold slack, ps | cells | area [um^2] |
|---|---|---|---|
| global placement | 2834 | 5019 | 51970 |
| detailed placement | 2835 | 5019 | 51970 |
| CTS | 2094 | 5219 | 55290 |
| floorplan | 2099 | 3417 | 48870 |
| finish | 2118 | 5221 | 55300 |
| global route | 2133 | 5219 | 55290 |

===== flow/config.mk =====
export PLATFORM = sky130hd
export DESIGN_NAME = Regifile
export DESIGN_NICKNAME = Regifile
export VERILOG_FILES = /design/flow/design.v
export SDC_FILE = /design/flow/constraint.sdc
export NUM_CORES = 4
export LEC_CHECK = 1
export CORE_UTILIZATION = 40

===== flow/constraint.sdc =====
current_design Regifile

set clk_period 7.0
set clk_io_pct 0.2

create_clock -name clk0 -period $clk_period [get_ports {Clk}]

set non_clock_inputs [all_inputs -no_clocks]
set_input_delay [expr $clk_period * $clk_io_pct] -clock clk0 $non_clock_inputs
set_output_delay [expr $clk_period * $clk_io_pct] -clock clk0 [all_outputs]

===== flow/design.v =====
`timescale 1ns / 1ps
module Regifile(Din,Clk,WE,W,Addr1,Addr2,R1,R2,reg0);
    parameter DATA_WIDTH = 32;
    parameter ADDR_WIDTH = 5;
    input [DATA_WIDTH-1:0] Din;
    input Clk,WE;
    input [ADDR_WIDTH-1:0] W,Addr1,Addr2;
    output [DATA_WIDTH-1:0] R1,R2;
    output [DATA_WIDTH-1:0] reg0;
    reg [DATA_WIDTH-1:0] regs[2**ADDR_WIDTH-1:0];
    initial begin:block_1
        integer i;
        for(i = 0; i < 2**ADDR_WIDTH; i = i + 1)
            regs[i] = 0;
    end
    assign R1 = regs[Addr1];
    assign R2 = regs[Addr2];
    assign reg0 = regs[10];
    always @(posedge Clk) begin
        if (WE && W != 0)
          regs[W] <=  Din;
    end
endmodule

===== flow/run.sh =====
#!/bin/bash
# OpenROAD 26Q1-2900-gdf79404cd8, Yosys 0.63+post, stock flow scripts
make -C /OpenROAD-flow-scripts/flow DESIGN_CONFIG=/design/flow/config.mk WORK_HOME=/design/flow/orfs finish

==> flow_summary.toml <==
# physical design summary
[setup_path]
crit_chain = "clkdlybuf4s50_1, nor2b_4, buf_4, a21oi_1, a31oi_1, nand3_1, clkdlybuf4s50_1"
crit_start = "Addr2[0]"
cp_slowest_stage_delay_ns = 0.85
crit_arrival_ns = 4.67
critPathKind = "primary input to primary output"
start_kind = "primary input"
worstSetupEndpointType = "primary output"
cp.required_ns = 5.60
crit_path_max_fanout = 26
timing.critical_path.mode_cell = "clkdlybuf4s50_1"
slowest_stage = "nor2b_4"

[drt]
final_antenna_net_count = 0
drc = 0
first_pass_iters = 7
drt_wl_total_mm = 157
wl_per_cell_um = 29.8
vias_per_cell = 5.93
vias = 31291
drtIter0Drc = 2286

[yosys]
yosys_cells = 3386
synthCells = 3386
ys.flops = 1024
synth_cell_type_count = 24
synth_warnings = 1
synthesis.area_sq_mm = 0.0488
ys_seq_frac = 0.630
avgSynthCellArea_sq_um = 14.4
ys_area_sq_mm = 0.0488

[timing]
rsz0062_at_grt = "false"
max_slew_margin = 0.260
timing.final.setup_violations = 0
whs_ns = 1.52
maxSlewViolCount = 0
hold_viol = 0
post-route-min-period_ns = 6.07
tightestPinTransition_ns = 1.11
setup_ws_ns = 0.928
fmaxAchievable_mhz = 165
min_period_over_period = 0.867
final.setup.tns_ns = 0

[floorplanning]
die_y_um = 351
fp.coreArea_sq_mm = 0.120
rows = 127
chipArea_sq_mm = 0.123
initial_core_util = 0.405
ioPinCount = 145
die_x_um = 351

[clock_network]
cts_tree = "built"
postCtsHoldBufs = 0
cts_htree_levels = 3
clk_pin_slew_ns = 0.06
clkSinkCount = 1024
cts-resized-gates = 0
clockBufferDepth = 3
postCtsSetupBuffers = 0
numCtsBuffers = 106
clock-root-buffer = "clkbuf_16"

[min_path]
hold_path.startpoint = "Din[30]"
hold_path.class = "primary input to register"
min_path_cells = 2

[global_routing]
grt_pass1_wl_mm = 224
grt_start_max_net_pins = 77
antenna_found_initial = 2
grt.total_usage = 0.275
overflow = 0
grt_pass1_vias = 32469

[placement]
gp_congestion = 0.880
io_buffer_count = 144
post_dp_cell_area_sq_mm = 0.0527
dp.cells = 5081
place_ws_ns = 0.976
place_hpwl_mm = 90.8

[final_layout]
fin_util = 0.465
regMostFlops = "regs"
flop_area_sq_mm = 0.0307
final_cell_mix = "mux2i_1 (1024), edfxtp_1 (1024), nand3_1 (194)"
reg.largest.list = "regs (1024)"
area_growth_pct = 14.9
largest_reg_flops = 1024
finalNonFillerCells = 5280
finish.instance_area_sq_mm = 0.0560
layout-drive-gt1-share = 0.0985
area.combinational_sq_mm = 0.0169
fill_cells = 10400

[power_and_ir_drop]
total_power_mw = 13.7
power_leakage_nw = 20.6
power.density_mw_per_mm2 = 245
ir_drop_uv = 200

[job]
max_cap_violations = 0
warnings = 26

[run_status]
outcome = "finished, final reports clean"
final cells by class:
cell class | count | share of cell area
Clock inverter | 66 | 0.0102
Sequential cell | 1024 | 0.549
Clock buffer | 131 | 0.0498
Multi-Input combinational cell | 2140 | 0.301
Antenna cell | 2 | 0.0000893
Tap cell | 1612 | 0.0360
Timing Repair Buffer | 305 | 0.0539
cells by family (layout without fill, tap and decap cells):
group,count (synthesis),in the layout,synth area share
multiplexers,1024,1024,0.210
flip-flops,1024,1024,0.630
AND-OR/OR-AND,576,576,0.0804
AND/OR/NAND/NOR,508,508,0.0471
buffers and inverters,253,502,0.0321
other,1,34,0.0000769
worst paths after layout:
check	endpoint	slack (ns)
setup / recovery	R2[7]	0.93
hold / removal	regs[14][30]$_DFFE_PP_	1.52
critical path, delay by kind of cell:
family                 cells  cell delay, ns
buffers and inverters      3            1.73
and+or+nand+nor            2            1.08
AOI/OAI and AO/OA          2            0.43
layer usage:
| metal | part of all wire | track usage |
|---|---|---|
| met3 | 0.15 | 0.170 |
| met5 | 0.00032 | 0.00628 |
| met4 | 0.035 | 0.0754 |
| met2 | 0.45 | 0.401 |
| met1 | 0.36 | 0.357 |
synthesized netlist by cell type:
master | n | area share
clkbuf_4 | 4 | 0.00062
edfxtp_1 | 1024 | 0.63
buf_6 | 45 | 0.010
or3b_2 | 3 | 0.00054
or2_2 | 2 | 0.00026
clkbuf_1 | 81 | 0.0062
or3_1 | 1 | 0.00013
conb_1 | 1 | 0.000077
nor2b_1 | 4 | 0.00051
buf_4 | 49 | 0.0075
buf_2 | 64 | 0.0066
nor2_1 | 34 | 0.0026
and2_1 | 2 | 0.00026
nand3_1 | 194 | 0.020
a21oi_1 | 192 | 0.020
mux2i_1 | 1024 | 0.21
buf_1 | 10 | 0.00077
a22o_1 | 128 | 0.023
a31oi_1 | 64 | 0.0082
a22oi_1 | 192 | 0.030
nand3b_1 | 5 | 0.00077
nand2b_1 | 4 | 0.00051
nand2_1 | 195 | 0.015
nor3_1 | 64 | 0.0066
where the power goes:
part           switching, mW  internal (mW)  leakage [nW]
Clock                   2.38           3.15          1.65
Sequential            0.0362           6.84          9.25
Combinational          0.808          0.504          9.72
Power is estimated from default activity; no workload was simulated.
